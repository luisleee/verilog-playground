<file path="/design/flow/design.v">
module counter60 (
    input wire clk, rst,
    input wire key,
    output wire [8:0] segment_led_1, segment_led_2
);
reg [23:0] cnt;
reg running;
reg [5:0] seconds;
reg [3:0] sec_ones, sec_tens;
parameter CLK_FREQ = 24'd12_000_000;
always @(posedge clk or posedge rst) begin
    if (rst) begin
        cnt <= 24'd0;
        running <= 1'b0;
        seconds <= 6'd0;
    end else if (key) begin
        running <= ~running;
    end else if (running) begin
        if (cnt == CLK_FREQ - 1) begin
            cnt <= 24'd0;
            if (seconds == 6'd59) begin
                seconds <= 6'd0;
            end else begin
                seconds <= seconds + 1'b1;
            end
        end else begin
            cnt <= cnt + 1'b1;
        end
    end
end
always @* begin
    sec_ones = seconds % 10;
    sec_tens = seconds / 10;
end
segment7 seg1 (.bcd(sec_ones), .seg(segment_led_1));
segment7 seg2 (.bcd(sec_tens), .seg(segment_led_2));
endmodule
module segment7 (
    input wire [3:0] bcd,
    output reg [8:0] seg
);
always @* begin
    case (bcd)
        4'd0: seg = 9'b0000_0011_1;
        4'd1: seg = 9'b1001_1111_1;
        4'd2: seg = 9'b0010_0101_1;
        4'd3: seg = 9'b0000_1101_1;
        4'd4: seg = 9'b1001_1001_1;
        4'd5: seg = 9'b0100_1001_1;
        4'd6: seg = 9'b0100_0001_1;
        4'd7: seg = 9'b0001_1111_1;
        4'd8: seg = 9'b0000_0001_1;
        4'd9: seg = 9'b0000_1001_1;
        default: seg = 9'b1111_1111_1;
    endcase
end
endmodule
</file>
<file path="/design/flow/run.sh">
#!/bin/bash
# OpenROAD 26Q1-2900-gdf79404cd8, Yosys 0.63+post, stock flow scripts
make -C /OpenROAD-flow-scripts/flow DESIGN_CONFIG=/design/flow/config.mk WORK_HOME=/design/flow/orfs finish
</file>
<file path="/design/flow/config.mk">
export PLATFORM = sky130hd
export DESIGN_NAME = counter60
export DESIGN_NICKNAME = counter60
export VERILOG_FILES = /design/flow/design.v
export SDC_FILE = /design/flow/constraint.sdc
export NUM_CORES = 4
export LEC_CHECK = 1
export CORE_AREA = 10 10 113 113
export DIE_AREA = 0 0 123 123
</file>
<file path="/design/flow/constraint.sdc">
current_design counter60

set clk_period 4.9
set clk_io_pct 0.2

create_clock -name clk0 -period $clk_period [get_ports {clk}]

set non_clock_inputs [all_inputs -no_clocks]
set_input_delay [expr $clk_period * $clk_io_pct] -clock clk0 $non_clock_inputs
set_output_delay [expr $clk_period * $clk_io_pct] -clock clk0 [all_outputs]
</file>
==> impl_metrics.py <==
# Generated from Yosys and OpenROAD reports
metrics = {
    "status": {
        "run_status": "finished clean",
    },
    "power_and_ir_drop": {
        "swShare_pct": 25.0,
        "pwr-share-comb_pct": 9.6,
        "leakage_uw": 0.00130,
        "p_sw_uw": 144,
        "max-vdd-ir-drop_mv": 0.240,
        "power_frac_seq_pct": 52.8,
        "power-per-cell-area_nw_per_um2": 195,
        "clkPwrFrac_pct": 37.7,
        "p_int_uw": 431,
    },
    "grt": {
        "busiest_layer": "met2",
        "grt_pass1_wl_um": 8290,
        "grt_use_met1_pct": 9.46,
        "overflow": 0,
        "grt_pass1_vias": 1852,
        "antenna_found_initial": 0,
        "grt_max_degree": 32,
        "track_usage_pct": 6.32,
        "met3_usage_pct": 1.16,
        "met2_usage_pct": 9.71,
    },
    "timing": {
        "drv_slew": 0,
        "finalSetupTns_ns": 0,
        "slew_headroom_pct": 51.8,
        "finalHoldViolCount": 0,
        "setup_slack_ns": 0.197,
        "min_period_ns": 4.70,
        "setup_violations": 0,
        "fmax_mhz": 213,
        "worst_pin_slew_ns": 0.718,
        "fin_skew_ns": 0.00468,
        "fin_crit_sh_pct": 96.0,
    },
    "placement": {
        "place_ws_ns": 0.237,
        "dpl-instance-area_um2": 2750,
        "portBuffers": 16,
        "dp_hpwl_um": 3460,
        "dpl.cell_count": 428,
        "finalWeightedCongestion": 0.861,
    },
    "finish": {
        "fin_util_pct": 28.6,
        "area_delta_synth_final_pct": 19.8,
        "lay_top_cells": "dfrtp_1 (31), nor2_1 (25), nand2_1 (24), ha_1 (17)",
        "layout_top_cell": "dfrtp_1",
        "instances_no_fill": 445,
        "final_area_um2": 2950,
        "nFillCells": 1071,
        "drive_gt1_share_pct": 15.9,
    },
    "detailed_routing": {
        "vias": 2043,
        "first_pass_iters": 4,
        "vias_per_cell": 4.59,
        "ant_nets": 0,
        "routed_wirelength_um": 4830,
        "num_antenna_cells": 0,
        "drc": 0,
        "wl_per_cell_um": 10.8,
        "initialDrtViolationCount": 168,
    },
    "logic_synthesis": {
        "yosys_most_used_dff": "dfrtp_1",
        "ys_sh_xor_pct": 8.18,
        "ys_sh_aoi_pct": 16.1,
        "netlist_area_um2": 2460,
        "ys_chip_area_um2": 2460,
        "yosys-mux-area-fraction_pct": 4.12,
        "synthArstFlopShare_pct": 100,
        "ys_cells": 279,
        "synth-edff-count": 0,
        "synthDistinctLibCells": 58,
        "yosysWarnings": 2,
        "synthSimpleGateAreaFrac_pct": 22.8,
        "top_logic_kind": "simple AND/OR/NAND/NOR gates",
        "syn_avg_cell_area_um2": 8.83,
        "synth_flops": 31,
        "netlist_instances": 279,
        "ys_seq_share_pct": 31.5,
        "fa_ha_area_share_pct": 10.2,
    },
    "critical_path": {
        "ff2ff_path_depth": 6,
        "cp_common_cell": "inv_2",
        "crit_path_end_kind": "output port",
        "crit_slowest_cell": "clkdlybuf4s50_1",
        "critPathArrivalTime_ns": 3.72,
        "cp_slowest_stage_delay_ns": 0.40,
        "crit_required_ns": 3.92,
        "start_kind": "flip-flop",
        "worstPathCellList": "inv_2 > ha_2 > inv_2 > ha_4 > and2b_2 > a311o_1 > nand2b_1 > a21o_1 > ha_1 > a211oi_1 > a211o_2 > buf_4 > a32o_1 > a211o_1 > clkdlybuf4s50_1",
        "crit_type": "flip-flop to output port",
        "crit_fanout": 8,
    },
    "die": {
        "die_w_um": 123,
        "core_um2": 10300,
        "rows": 37,
        "pin_count": 21,
        "fp.dieH_um": 123,
        "chipArea_um2": 15100,
        "fp_util_pct": 23.9,
    },
    "clock_network": {
        "insertion_delay_ns": 0.28,
        "cts_buffers": 5,
        "cts_hold_buf": 0,
        "cts-root-buf": "clkbuf_8",
        "cts_max_level": 2,
        "clock-sinks": 31,
        "cts.clk_slew.worst_paths_ns": 0.06,
        "cts_buffer_depth": 2,
        "cts_tree": "built",
    },
    "job": {
        "drv_cap": 0,
        "warnings": 39,
    },
    "hold_path": {
        "hold_path_class": "flip-flop to flip-flop",
        "hold_depth": 1,
    },
}
## logic make-up (layout without fill, tap and decap cells)
group,count (synthesis),in the layout
AND-OR/OR-AND,55,55
AND/OR/NAND/NOR,108,108
flip-flops,31,31
other,1,4
adder cells (fa/ha/maj),20,20
multiplexers,10,10
XOR/XNOR,23,23
buffers and inverters,31,58
## through the flow
stage | hold slack, ns | total power, uW
after detailed placement | 0.482 | 363
after global routing | 0.513 | 606
after floorplan | 0.456 | 349
after global placement | 0.471 | 361
after CTS | 0.494 | 585
final | 0.491 | 575
## registers in the layout (all words and copies together), names as in the netlist
| register | count |
|---|---|
| seconds | 6 |
| cnt | 24 |
| running | 1 |
## worst paths after layout
| path | endpoint | slack, ns | startpoint |
|---|---|---|---|
| max in group asynchronous | cnt[3] | 3.53 | rst |
| worst max register to register | cnt[18] | 2.46 | cnt[0] |
| min in group asynchronous | running | 1.08 | rst |
| worst min-delay path | running | 0.49 | running |
| worst min register to register | running | 0.49 | running |
| worst max-delay path | segment_led_1[2] | 0.20 | seconds[4] |
## final cells by class
type	instances	area, um^2	area share, %
Tap cell	136	170	5.77
Inverter	18	67.6	2.29
Timing Repair Buffer	32	285	9.67
Sequential cell	31	776	26.3
Clock buffer	8	100	3.39
Multi-Input combinational cell	220	1550	52.6
## power by group through the flow
stage         clock, uW  combinational (uW)  sequential, uW
finish              217                55.0             303
global route        231                66.3             308
CTS                 225                56.1             303
## what timing repair did
| action | 4_1_cts | 5_1_grt |
|---|---|---|
| gates resized | 1 | 9 |
| setup endpoints to repair | 2 | 7 |
| buffers inserted | 0 | 9 |
| pin swaps | 1 | 10 |
## per-layer routing
layer / share of wire [%] / routed length [um] / up-vias
met2: 42 / 2050 / 50
met4: 1.1 / 51 / 0
met5: 0 / 0 / -
li1: - / - / 1018
met3: 6.1 / 293 / 7
met1: 50 / 2430 / 968
## Yosys cell counts (5+ instances only)
cell type   n  area share, %
nor3_1      5            1.0
ha_1       20             10
dfrtp_1    31             32
xor2_1     12            4.3
nand3_1    14            2.8
nand2_1    24            3.7
mux2i_1     9            3.7
inv_1      17            2.6
nor2_1     25            3.8
a21oi_1    12            2.4
nand4_1     7            1.8
nand2b_1    6            1.5
o21ai_0    16            3.3
xnor2_1    11            3.9
## critical path: cells and delay by family, from the launching register on
kind | cells | cell delay, ns
AOI/OAI and AO/OA | 6 | 1.38
and+or+nand+nor | 2 | 0.36
buffers and inverters | 4 | 0.68
adders and majority gates | 3 | 0.62
DFF | 1 | 0.39
Power figures rest on the tool's default switching activity, not on a simulated workload.
