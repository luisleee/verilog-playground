--- flow/design.v ---
module fifo(
    input clk,
    input rst_n,
    input input_valid,
    output input_enable,
    output output_valid,
    input output_enable,
    input [15:0] data_in,
    output reg [7:0] data_out,
    output reg [15:0] d
);
reg [15:0] mem [15:0];           
reg [3:0] write_addr;           
reg [3:0] read_addr;            
reg rd_byte_sel;                
reg [4:0] word_count;           
wire fifo_full;
wire fifo_empty;
wire [3:0] next_write_addr;
wire [3:0] next_read_addr;
assign next_write_addr = (write_addr == 4'd15) ? 4'd0 : write_addr + 1'b1;
assign next_read_addr = (read_addr == 4'd15) ? 4'd0 : read_addr + 1'b1;
always @(*) begin
    d <= mem[9];
end
assign fifo_full = (word_count == 5'd16);       
assign fifo_empty = (word_count == 5'd0);       
assign input_enable = !fifo_full;              
assign output_valid = !fifo_empty;             
always @(posedge clk or negedge rst_n) begin
    if (!rst_n) begin
        for (integer i = 0; i < 16; i = i + 1) begin
            mem[i] <= 16'd0;
        end
        write_addr   <= 4'd0;
        read_addr    <= 4'd0;
        rd_byte_sel  <= 1'b0;
        word_count   <= 5'd0;
        data_out     <= 8'd0;
    end else begin
        if (input_valid && !fifo_full) begin
            mem[write_addr] <= data_in;
            write_addr <= next_write_addr;
            word_count <= word_count + 1'b1;
        end
        if (output_enable && !fifo_empty) begin
            if (rd_byte_sel == 1'b0) begin
                data_out <= mem[read_addr][7:0];       
            end else begin
                data_out <= mem[read_addr][15:8];      
                read_addr <= next_read_addr;
                word_count <= word_count - 1'b1;
            end
            rd_byte_sel <= ~rd_byte_sel;
        end
    end
end
endmodule
--- flow/run.sh ---
#!/bin/bash
# OpenROAD 26Q1-2900-gdf79404cd8, Yosys 0.63+post, stock flow scripts
make -C /OpenROAD-flow-scripts/flow DESIGN_CONFIG=/design/flow/config.mk WORK_HOME=/design/flow/orfs finish
--- flow/config.mk ---
export PLATFORM = sky130hd
export DESIGN_NAME = fifo
export DESIGN_NICKNAME = fifo
export VERILOG_FILES = /design/flow/design.v
export SDC_FILE = /design/flow/constraint.sdc
export NUM_CORES = 4
export LEC_CHECK = 1
export CORE_UTILIZATION = 50
--- flow/constraint.sdc ---
current_design fifo

set clk_period 3.6
set clk_io_pct 0.2

create_clock -name clk0 -period $clk_period [get_ports {clk}]

set non_clock_inputs [all_inputs -no_clocks]
set_input_delay [expr $clk_period * $clk_io_pct] -clock clk0 $non_clock_inputs
set_output_delay [expr $clk_period * $clk_io_pct] -clock clk0 [all_outputs]
==> run notes <==
Physical implementation status

The run finished with clean final reports. The via count of the first global-routing pass came to 8501. Once iteration 0 of detailed routing completed, the report listed 568 DRC markers. The max-cap check violation count stands at 0. The initial antenna violation count is 0.

Summed over all routing layers, the global router reports a total usage of 29.1%. Entering global routing, the biggest net connects 95 pins. The detailed-route wire length stands at 35.1 mm. TritonCTS built the clock tree.

The launch point of the critical path was reported as word_count[0]. The depth of the worst register-to-register path stands at 8. The total number of warnings across the stage logs stands at 32. The area of the mapped netlist stands at 13100 sq um.

The initial cell density of the core stands at 51.5%. The global-route wire length before repair stands at 54.5 mm. After clock tree synthesis, the flow added hold-fix buffers numbering 0. The maximum fanout along the worst path stands at 6.

The critical path data required time stands at around 2.9 ns. Compared with the post-synthesis result, the final layout area differs by 13.3%. The number of H-tree branching levels stands at 1. In the final report, the number of hold violations comes to 0. The number of primary I/O pins stands at 46. The post-synth register bit count is around 280. The worst setup path is captured at an output pin. For this run, the number of standard cells in the final layout without fillers is 1378. The final core utilization stands at 58.4%. The count of pins over their slew limit stands at 0.

The number of clock sinks seen by CTS stands at 278. The routed layout has 8553 vias. The area after detailed placement stands at around 14000 sq um. The number of warning messages in the yosys log stands at 2. The largest buffer count on any clock path stands at 3. A synthesized cell averages between 10 and 15 sq um. 0 antenna diodes ended up in the layout. The number of enable flip-flop cells stands at 0.

The post-synthesis xor/xnor area fraction stands at 0.400%. After routing, the total negative slack on setup checks comes to 0 ns. Once detail routing completed, the nets flagged for antenna violations numbered 0. The residual overflow from global routing stands at 0.

The commonest register cell is sky130_fd_sc_hd__dfrtp_1. The number of rows created at floorplan stands at just under 60. The final estimated routing congestion in global placement stands at around 0.83. The number of filler cells placed in the layout stands at 2008. Summing the areas of all fa, ha and maj instances in the mapped netlist gives less than 1% of the synthesized area. In this run, distinct cell masters in the synthesized netlist total just under 70.

The compound-cell area share of the yosys netlist stands at between 10% and 20%. The fraction of the yosys area taken by sequential cells stands at 53.0%. The yosys cell count stands at 1002.

Synthesis produced a netlist whose cell count is approximately 1000. STA classifies the critical path startpoint as a flip-flop. The most critical hold endpoint after final layout shows a slack of ~0.093 ns. For this design the static power due to leakage is between 6 and 7 nW. The smallest clock period supported by the final layout is computed as 3.07 ns. The post-detailed-route DRC marker count stands at 0. The area of the core stands at 25500 sq um. The area of the die stands at 26900 sq um. Setup repair after global routing left no endpoint under its margin.

Per the synth stats, the proportion of register bits with asynchronous set or reset is 100%. The number of clock buffers added by TritonCTS is 30. By area, the combinational part of the netlist is dominated by multiplexers. Based on the critical path, the design can be clocked at up to 326 MHz. The clock latency of the later-clocked register in the worst-skew pair stands at ~0.55 ns.

The clock transition at the registers of the reported paths stands at 0.06 ns. The worst endpoint data arrival time stands at 2.35 ns. The final timing summary puts the cycle share of the worst path at 85.3%. The power per cell area stands at 950 nW/um^2. The via count normalized by instance count stands at approximately 6.2. The largest clock skew in the final design stands at ~0.0059 ns. Buffers placed on the I/O ports in this run total 45. The startpoint identified for the worst register-to-register timing path is read_addr[0]. The most critical min-delay path falls under input pin to async pin.

The final report lists the setup-violating endpoint count as 0. In this run the post-CTS setup repair buffer count came out at 0. For this run, the detailed router's first-pass iteration total came to 8.

The floorplan step set the die height to approximately 160 microns. Note, the detailed placer reported a final HPWL of 20.7 mm. The worst-case IR drop observed on VDD is 0.000555 V. The quantity of gates resized following cts stands at 0. The layout cell share with drive strength beyond 1 stands at between 30% and 40%.

The horizontal die dimension reported for this design is 164 microns. At the pin with the least slew margin, the transition time is 0.792 ns. Dividing the detail-routed wire length by the instance count gives 25.5 microns.

For the completed layout, the total cell area is recorded as 14900 sq um. Headroom to the max-slew limit came out at 47.0%. The critical path is of the flip-flop to output pin type.

The multiplexer area fraction after synthesis stands at 25.7%. The placed instance count stands at 1323. The yosys synthesis chip area stands at between 10000 and 15000 sq um. The synthesized netlist devotes between 6 and 7% of its cell area to simple gates.

Looking at the clock tree report, the root buffer type is sky130_fd_sc_hd__clkbuf_16.
==> final cells by class <==
type / instances / area (sq um) / area share [%]
Timing Repair Buffer: 73 / 716 / 4.81
Clock buffer: 43 / 871 / 5.85
Clock inverter: 12 / 140 / 0.942
Sequential cell: 278 / 6960 / 46.8
Inverter: 9 / 33.8 / 0.227
Tap cell: 330 / 413 / 2.77
Multi-Input combinational cell: 633 / 5750 / 38.6
==> cell families (layout without fill, tap and decap cells) <==
logic type / after synthesis / in the layout
AND-OR/OR-AND: 183 / 183
XOR/XNOR: 6 / 6
adder cells (fa/ha/maj): 10 / 10
buffers and inverters: 91 / 137
flip-flops: 278 / 278
multiplexers: 285 / 285
AND/OR/NAND/NOR: 149 / 149
==> per-stage QoR <==
stage,setup slack [ns],power (mW)
finish,0.529,14.1
global route,0.450,15.0
CTS,0.513,14.2
detailed placement,0.782,11.0
global placement,0.755,10.9
floorplan,1.46,9.18
==> worst max-delay path: stages (launching register included) <==
cell,delay [ns]
sky130_fd_sc_hd__dfrtp_1,0.43
sky130_fd_sc_hd__inv_1,0.08
sky130_fd_sc_hd__ha_1,0.21
sky130_fd_sc_hd__or4b_1,0.61
sky130_fd_sc_hd__clkdlybuf4s50_1,0.46
==> synthesized netlist by cell type (3+ instances only) <==
cell	count	area, sq um
sky130_fd_sc_hd__dfrtp_1	278	6960
sky130_fd_sc_hd__mux2_2	226	2540
sky130_fd_sc_hd__nand2_1	54	203
sky130_fd_sc_hd__mux2_4	40	601
sky130_fd_sc_hd__a22oi_1	38	285
sky130_fd_sc_hd__buf_2	34	170
sky130_fd_sc_hd__a21oi_1	30	150
sky130_fd_sc_hd__clkbuf_1	28	105
sky130_fd_sc_hd__o21ai_0	26	130
sky130_fd_sc_hd__nand3_1	21	105
sky130_fd_sc_hd__mux2i_1	16	160
sky130_fd_sc_hd__nor2_1	15	56.3
sky130_fd_sc_hd__buf_1	12	45.0
sky130_fd_sc_hd__ha_1	10	125
sky130_fd_sc_hd__a221oi_1	9	78.8
sky130_fd_sc_hd__a222oi_1	9	90.1
sky130_fd_sc_hd__o211ai_1	9	67.6
sky130_fd_sc_hd__a22o_1	8	70.1
sky130_fd_sc_hd__a31oi_1	8	50.1
sky130_fd_sc_hd__inv_1	8	30.0
sky130_fd_sc_hd__a211oi_1	7	52.6
sky130_fd_sc_hd__buf_6	6	67.6
sky130_fd_sc_hd__nand2_4	6	67.6
sky130_fd_sc_hd__nand3b_1	6	45.0
sky130_fd_sc_hd__nand4_1	6	37.5
sky130_fd_sc_hd__and2_1	5	31.3
sky130_fd_sc_hd__and3_1	5	31.3
sky130_fd_sc_hd__nor2b_1	5	31.3
sky130_fd_sc_hd__xnor2_1	5	43.8
sky130_fd_sc_hd__a32oi_1	4	35.0
sky130_fd_sc_hd__nand2_2	4	25.0
sky130_fd_sc_hd__o22ai_1	4	25.0
sky130_fd_sc_hd__a2111oi_0	3	26.3
sky130_fd_sc_hd__a221o_1	3	30.0
sky130_fd_sc_hd__a311oi_1	3	26.3
sky130_fd_sc_hd__mux4_2	3	67.6
sky130_fd_sc_hd__nand4_4	3	63.8
sky130_fd_sc_hd__nor3_1	3	15.0
sky130_fd_sc_hd__o2bb2ai_1	3	26.3
==> layout by cell type, fill, tap and decap left out, types with 7 or more instances in the layout <==
master,instances
sky130_fd_sc_hd__o21ai_0,26
sky130_fd_sc_hd__a222oi_1,9
sky130_fd_sc_hd__inv_1,8
sky130_fd_sc_hd__a31oi_1,8
sky130_fd_sc_hd__nor2_1,15
sky130_fd_sc_hd__a211oi_1,7
sky130_fd_sc_hd__nand3_1,21
sky130_fd_sc_hd__o211ai_1,9
sky130_fd_sc_hd__mux2_4,40
sky130_fd_sc_hd__nand2_1,54
sky130_fd_sc_hd__mux2_2,226
sky130_fd_sc_hd__clkdlybuf4s50_1,44
sky130_fd_sc_hd__a221oi_1,9
sky130_fd_sc_hd__a22oi_1,38
sky130_fd_sc_hd__clkbuf_16,31
sky130_fd_sc_hd__a21oi_1,30
sky130_fd_sc_hd__clkbuf_1,7
sky130_fd_sc_hd__a22o_1,8
sky130_fd_sc_hd__clkinv_2,7
sky130_fd_sc_hd__dfrtp_1,276
sky130_fd_sc_hd__mux2i_1,16
sky130_fd_sc_hd__buf_4,24
==> sequential cells by signal (all words and copies together) (netlist names) <==
register and count:
data_out 8, word_count 5, write_addr 4, rd_byte_sel 1, read_addr 4, mem 256
==> power by group <==
| group | switching (mW) | internal, mW |
|---|---|---|
| sequential | 0.995 | 4.65 |
| clock | 1.25 | 1.89 |
| combinational | 2.60 | 2.75 |
| total | 4.85 | 9.29 |
==> worst paths after layout <==
check | end | slack [ns]
min reg2reg | mem[4][0] | 0.50
max | output_valid | 0.53
min | mem[8][10] | 0.09
max reg2reg | data_out[4] | 0.86
min in group clk0 | mem[4][0] | 0.50
max in group asynchronous | read_addr[2] | 2.53
==> routing by layer <==
layer	routed length (microns)	track usage, %	up-vias
met5	0	0	-
met4	726	5.77	0
met3	2370	6.59	49
met2	15900	42.6	284
met1	16100	47.2	4440
li1	-	-	3780
No activity file was given, so power comes from the tool's default toggle rates.
