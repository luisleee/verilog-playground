File: ./run.sh
#!/bin/bash
# OpenROAD 26Q1-2900-gdf79404cd8, Yosys 0.63+post, stock flow scripts
make -C /OpenROAD-flow-scripts/flow DESIGN_CONFIG=/design/flow/config.mk WORK_HOME=/design/flow/orfs finish
File: ./config.mk
export PLATFORM = sky130hd
export DESIGN_NAME = main
export DESIGN_NICKNAME = main
export VERILOG_FILES = /design/flow/design.v
export SDC_FILE = /design/flow/constraint.sdc
export NUM_CORES = 4
export LEC_CHECK = 1
export CORE_UTILIZATION = 50
File: ./constraint.sdc
current_design main

set clk_period 5.6
set clk_io_pct 0.2

create_clock -name clk0 -period $clk_period [get_ports {clk}]

set non_clock_inputs [all_inputs -no_clocks]
set_input_delay [expr $clk_period * $clk_io_pct] -clock clk0 $non_clock_inputs
set_output_delay [expr $clk_period * $clk_io_pct] -clock clk0 [all_outputs]
File: ./design.v
module add1(input x, input y, input cin, output cout, output sum);
    assign sum = x ^ y ^ cin;
    assign cout = (x & y) | (x & cin) | (y & cin);
endmodule
module add2(input [1:0]x, input [1:0]y, input cin, output cout, output [1:0]sum);
    wire c;
    add1 A1(
        .x(x[0]),
        .y(y[0]),
        .cin(cin),
        .cout(c),
        .sum(sum[0])
    );
    add1 A2(
        .x(x[1]),
        .y(y[1]),
        .cin(c),
        .cout(cout),
        .sum(sum[1])
    );
endmodule
module add4(input [3:0] x, input [3:0] y, input cin, output cout, output [3:0]sum);
    wire c;
    add2 A1(
        .x(x[1:0]),
        .y(y[1:0]),
        .cin(cin),
        .cout(c),
        .sum(sum[1:0])
    );
    add2 A2(
        .x(x[3:2]),
        .y(y[3:2]),
        .cin(c),
        .cout(cout),
        .sum(sum[3:2])
    );
endmodule
module seg(input [3:0] x, output reg [7:0] s);
    always @(*) begin
        case (x)
            0: s = 8'b0011_1111;
            1: s = 8'b0000_0110;
            2: s = 8'b0101_1011;
            3: s = 8'b0100_1111;
            4: s = 8'b0110_0110;
            5: s = 8'b0110_1101;
            6: s = 8'b0111_1101;
            7: s = 8'b0000_0111;
            8: s = 8'b0111_1111;
            9: s = 8'b0110_1111;
            default: s = 8'b0000_0000;
        endcase
    end
endmodule
module twoseg(input [4:0] in, output [7:0] segH, output [7:0] segL);
    wire [3:0] tens, ones;
    assign tens = (in >= 30) ? 4'd3 :
                  (in >= 20) ? 4'd2 :
                  (in >= 10) ? 4'd1 : 4'd0;
    assign ones = in - tens * 4'd10;
    seg s1(tens, segH);
    seg s2(ones, segL);
endmodule
module debouncer #(parameter N = 1000) (input clk, input sin, output reg sout);
    localparam IDLE = 1'b0;
    localparam DEBOUNCE = 1'b1;
    reg state = IDLE;
    reg [$clog2(N)-1:0] counter = 0;
    reg sin_sync = 0;
    always @(posedge clk) begin
        sin_sync <= sin;
        case (state)
            IDLE: begin
                if (sin_sync != sout) begin
                    state <= DEBOUNCE;
                    counter <= 0;
                end
            end
            DEBOUNCE: begin
                if (sin_sync == sout)
                    state <= IDLE;
                else if (counter == N-1) begin
                    sout <= sin_sync;
                    state <= IDLE;
                end else
                    counter <= counter + 1'b1;
            end
        endcase
    end
endmodule
module debouncer4 #(parameter N = 1000) (
    input clk,
    input [3:0] sin,
    output [3:0] sout
);
    genvar i;
    generate
        for (i = 0; i < 4; i = i+1) begin : deb_inst
            debouncer #(.N(N)) u_debouncer (
                .clk(clk),
                .sin(sin[i]),
                .sout(sout[i])
            );
        end
    endgenerate
endmodule
module main(input clk, input [3:0] sws, input [3:0] btns, output [7:0] segH, output [7:0] segL, output [7:0] leds);
    localparam DISPLAY_A = 3'b001;
    localparam DISPLAY_B = 3'b010;
    localparam DISPLAY_S = 3'b100;
    reg readonly = 0;
    reg [2:0] display = DISPLAY_A;
    reg [3: 0] a = 0, b = 0;
    wire [4: 0] s;
    reg [4: 0] toshow;
    assign leds = {readonly, 4'b0000, display};
    add4 A(a, b, 1'b0, s[4], s[3:0]);
    twoseg S(toshow, segH, segL);
    always @(*) begin
        case (display)
            DISPLAY_A: toshow = {1'b0, a};
            DISPLAY_B: toshow = {1'b0, b};
            DISPLAY_S: toshow = s;
            default: toshow = 5'b0;
        endcase
    end
    always @(posedge clk) begin
        if (!readonly) begin
            case (display)
                DISPLAY_A: a <= sws;
                DISPLAY_B: b <= sws;
                default: ;
            endcase
        end
    end
    wire [3: 0] debounced_btns;
    debouncer4 #(.N(1000)) DB(clk, btns, debounced_btns);
    reg [3:0] btns_last = 0;
    always @(posedge clk) begin
        btns_last <= debounced_btns;
        if (debounced_btns[0] && !btns_last[0]) begin
            readonly <= ~readonly;
        end
        if (debounced_btns[1] && !btns_last[1])
            display <= DISPLAY_A;
        else if (debounced_btns[2] && !btns_last[2])
            display <= DISPLAY_B;
        else if (debounced_btns[3] && !btns_last[3])
            display <= DISPLAY_S;
    end
endmodule
==> flow_summary.json <==
{
  "p_per_area_mw_per_mm2": 242,
  "fmax_mhz": 184,
  "top_cell_area_share": 0.439,
  "peakVddDrop_mv": 0.175,
  "synth_top_cell_by_area": "edfxtp_1",
  "path_buffers": 5,
  "min_period_ns": 5.42,
  "dr.pass1.iters": 4,
  "syn_to_final_growth_pct": 18.0,
  "critPathMaxFanout": 4,
  "grt-ovfl-total": 0,
  "antenna_found_initial": 0,
  "final_util": 0.619,
  "ctsLongestPathBuffers": 2,
  "min_path_type": "flip-flop to flip-flop",
  "ys_ff": 68,
  "synth_area_mm2": 0.00362,
  "rsz0062_at_grt": "yes",
  "topCellsByArea": "edfxtp_1 (44%), dfxtp_1 (8.3%), xnor2_1 (5.6%), and2_1 (5.2%), ha_1 (4.1%)",
  "hold_ws_ns": 0.420,
  "hold_start": "DB.deb_inst[1].u_debouncer.sout$_DFFE_PP_",
  "synth.distinct_cells": 50,
  "drive_gt1_frac": 0.135,
  "yosys-top-cells-count": "edfxtp_1 (53), and2_1 (30), xnor2_1 (23)",
  "path_class": "flip-flop to primary output",
  "ys_seq_frac": 0.522,
  "fin_tns_setup_ns": 0,
  "wl_per_cell_um": 12.1,
  "grt_max_degree": 15,
  "yosysWarnings": 3,
  "max_stage_delay_ns": 0.39,
  "first_iter_violations": 55,
  "ios": 33,
  "path_delay_family": "adder cells",
  "synth.most_common_cell": "edfxtp_1",
  "finalClockPeriodUsage": 0.968,
  "fin_area_mm2": 0.00428,
  "dp_cells": 437,
  "p_total_mw": 1.03,
  "cts_tree": "done",
  "io_buffers": 25,
  "end_kind": "primary output",
  "post-place-ws_ns": -0.0608,
  "path_common_cell": "fa_2",
  "yosysCellCount": 319,
  "cp-start-kind": "flip-flop",
  "path_clk_slew_ns": 0.06,
  "p_leak_nw": 1.57,
  "crit_path_cell_trace": "ha_1, inv_1, fa_2, fa_2, inv_2, fa_1, nor4bb_4, a211oi_2, o22a_1, inv_1, ha_1, fa_2, or3_4, buf_4, a21oi_2, o2bb2ai_1, clkdlybuf4s50_1",
  "setup_viol": 0,
  "cts_made_buffers": 9,
  "gp_congestion": 0.827,
  "syn_avg_cell_area_um2": 11.4,
  "required_ns": 4.48,
  "stdcell_count": 460,
  "ff_type": "edfxtp_1",
  "fin_ws_ns": 0.178,
  "grt_first_pass_wirelength_um": 9630,
  "chipArea_mm2": 0.00759,
  "cts-root-buf": "clkbuf_8",
  "dp_hpwl_um": 3880,
  "die_w_um": 87.1,
  "h-tree-depth": 3,
  "clk_latency_ns": 0.33,
  "track_usage": 0.170,
  "numClockSinks": 68,
  "core_area_mm2": 0.00691,
  "hold_viol": 0,
  "synthCells": 319,
  "startpoint": "b[0]$_DFFE_PP_",
  "die_h_um": 87.1,
  "drv_slew": 0,
  "warnings": 32,
  "edf_count": 53,
  "r2r-start": "DB.deb_inst[0].u_debouncer.counter[0]$_SDFFCE_PN0P_",
  "place_area_mm2": 0.00397,
  "finalWirelength_um": 5590,
  "via_per_inst": 5.09,
  "ant_nets": 0,
  "max_slew_margin": 0.422,
  "rows": 30,
  "num_vias": 2340,
  "tightest_slew_ns": 0.864,
  "finClkSkew_ns": 0.00894,
  "cp.arrival_ns": 4.30,
  "drv_cap": 0,
  "synth_chip_area_mm2": 0.00362,
  "status": "complete, no violations",
  "async_flop_share": 0,
  "initCoreUtil": 0.525,
  "crit_slowest_cell": "fa_2",
  "grt_pass1_vias": 2150,
  "n_antenna_cell": 0,
  "drcViolationCount": 0
}
==> kinds of logic after synthesis <==
family / count (synthesis) / synth area share
simple gates: 133 / 0.218
flops: 68 / 0.522
compound gates: 40 / 0.0787
buf+inv: 31 / 0.0452
xor+xnor: 28 / 0.0677
fa+ha+maj: 17 / 0.0663
other cells: 2 / 0.00207
==> registers in the layout (all words and copies together) (netlist names) <==
register,flops
readonly,1
DB.deb_inst.u_debouncer.sout,4
DB.deb_inst.u_debouncer.counter,40
DB.deb_inst.u_debouncer.state,4
b,4
btns_last,4
display,3
DB.deb_inst.u_debouncer.sin_sync,4
a,4
==> metal layers <==
| metal | vias up | GRT usage | routed length [um] |
|---|---|---|---|
| met5 | - | 0 | 0 |
| met4 | 0 | 0.0179 | 51 |
| met3 | 5 | 0.0394 | 258 |
| met2 | 41 | 0.248 | 2430 |
| met1 | 1085 | 0.295 | 2840 |
| li1 | 1209 | - | - |
==> worst reg2reg max path: stages, from the launching register on <==
cell and delay [ns]:
edfxtp_1 0.42, ha_1 0.27, nand4b_1 0.12, nor4_1 0.07, nor2_1 0.66
==> placed cells by master, fill, tap and decap left out, types with 2 or more instances in the layout <==
master	count
nand3_1	11
buf_4	16
and2_1	30
xor2_1	5
nor4b_1	4
o311ai_1	2
or2_1	4
a211o_1	2
clkinvlp_4	2
fa_2	3
clkbuf_8	10
o211ai_1	3
nor4_1	3
xnor2_1	23
or3_1	8
clkdlybuf4s50_1	19
nand2_1	19
nor2_1	15
o21ai_0	8
a21boi_1	7
nand4bb_1	2
dfxtp_1	15
nor4bb_1	3
nand4_1	9
ha_1	12
a21oi_1	4
clkbuf_1	2
a211oi_2	2
inv_1	12
nand4b_1	3
edfxtp_1	53
dlymetal6s2s_1	4
nor2b_1	10
conb_1	7
nor3_1	2
a21oi_2	2
==> timing repair <==
item / 4_1_cts / 5_1_grt
hold buffers: 0 / 0
pin swaps: 7 / 5
buffers inserted: 5 / 2
setup endpoints to repair: 7 / 7
gates resized: 9 / 16
==> where the power goes <==
part           total, mW  internal [mW]  switching, mW  leakage (nW)
Clock              0.388          0.217          0.170        0.0926
Combinational     0.0536         0.0305         0.0230         0.828
Sequential         0.593          0.571         0.0222         0.653
Total               1.03          0.819          0.215          1.57
==> final timing paths <==
| check | end | slack (ns) | depth (start not counted) |
|---|---|---|---|
| hold reg to reg | btns_last[1]$_DFF_P_ | 0.42 | 0 |
| setup reg to reg | DB.deb_inst[0].u_debouncer.counter[8]$_SDFFCE_PN0P_ | 3.68 | 4 |
| setup / recovery | segL[1] | 0.18 | 17 |
| hold / removal | btns_last[1]$_DFF_P_ | 0.42 | 0 |
==> cell type report <==
type	count	area, um^2
clock buffers	12	145
clock inverters	4	50.0
fillers	569	2630
inverters	13	48.8
multi-input cells	225	1640
flip-flops and latches	68	1890
well taps	96	120
repair buffers	42	382
Power figures rest on the tool's default switching activity, not on a simulated workload.
